## design/flow/config.mk

```make
export PLATFORM = sky130hd
export DESIGN_NAME = serbcdtox3
export DESIGN_NICKNAME = serbcdtox3
export VERILOG_FILES = /design/flow/design.v
export SDC_FILE = /design/flow/constraint.sdc
export NUM_CORES = 4
export LEC_CHECK = 1
export CORE_AREA = 10 10 70 70
export DIE_AREA = 0 0 80 80
```

## design/flow/constraint.sdc

```tcl
current_design serbcdtox3

set clk_period 1.8
set clk_io_pct 0.2

create_clock -name clk0 -period $clk_period [get_ports {clk}]

set non_clock_inputs [all_inputs -no_clocks]
set_input_delay [expr $clk_period * $clk_io_pct] -clock clk0 $non_clock_inputs
set_output_delay [expr $clk_period * $clk_io_pct] -clock clk0 [all_outputs]
```

## design/flow/design.v

```verilog
module serbcdtox3
(
input clk, rst_b,
input inval,
input in,
output logic out,
output logic outval,
output logic [3:0] x3code
);
logic [1:0] count;
logic carry;
always_ff @(posedge clk or negedge rst_b) begin
    if (!rst_b) begin
        outval <= 1'b0;
        carry <= 1'b0;
        count <= 2'b11;
    end
    else begin
        if (inval) begin
            outval <= 1'b1;
            {carry, out} <= in + carry + count[1];
            x3code[3-count] <= in + carry + count[1];
            count <= count - 1'b1;
        end
        else begin
            outval <= 1'b0;
        end
    end
end
endmodule
```

## design/flow/run.sh

```bash
#!/bin/bash
# OpenROAD 26Q1-2900-gdf79404cd8, Yosys 0.63+post, stock flow scripts
make -C /OpenROAD-flow-scripts/flow DESIGN_CONFIG=/design/flow/config.mk WORK_HOME=/design/flow/orfs finish
```

==> job_summary.md <==
## PnR job results

| Metric | Value |
|---|---|
| Ys flop type | edfxtp_1 |
| CTS tree | built |
| Half-perimeter wire length after placement | 684 um |
| Warnings, synthesis | 1 |
| Final setup skew | 0.00139 ns |
| Core footprint | 3420 sq um |
| Number of max-capacitance violations reported | 0 |
| Antenna diode instance count | 0 |
| Final Critical Period | 1.76 ns |
| Data arrival at the endpoint of the critical path | 1.77 ns |
| Count of nets left with antenna violations after detail routing | 0 |
| Count of final setup violators | 0 |
| Capturing point of the worst reg2reg path | x3code[2]$_DFFE_PP_ |
| Number of placement rows | 21 |
| Number of detailed-routing iterations run before antenna repair | 2 |
| Instance area at placement | 639 sq um |
| Total cell area reported by yosys after synthesis | 462 sq um |
| Avg WL per Cell | 8.32 um |
| Clock Root Buffer | clkbuf_4 |
| First DRT Iteration DRCs | 27 |
| Setup Fix Bufs, Post-CTS | 0 |
| Number of non-filler instances in the completed layout | 99 |
| Total detailed-routing wirelength | 824 um |
| DR vias | 310 |
| Clock-pin transition on the worst setup and hold timing paths | 0.06 ns |
| Global route overflow | 0 |
| Layout cell share with drive strength beyond 1 | 20.8% |
| Max-Slew Margin vs Limit | 84.1% |
| Full die area | 6400 sq um |
| Number of buffers added on ports | 9 |
| H-tree lvl count | 1 |
| Hold violation total from the final report | 0 |
| Unrepaired setup endpoints after global routing | false |
| X dimension of the die | 80 um |
| Antenna violations before repair | 0 |
| Routed length on met2 | 335 um |
| Sum of met3 wire segment lengths after detailed routing | 133 um |
| Gate count after technology mapping | 36 |
| Maximum achievable frequency | 568 MHz |
| Category of the worst setup path capture point | register |
| Launch point of the worst reg-to-reg path | count[1]$_DFFE_PN1P_ |
| Leakage power | 0.283 nW |
| Global-route wire length before repair | 1.39 mm |
| Total global routing track utilization | 2.79% |
| Area of all placed cells without fillers | 666 sq um |
| Power per cell area | 1380 nW/um^2 |
| Number of sinks driven by the clock tree | 9 |
| CP Launch Type | primary input |
| Number of enable-type register cells in the synthesized netlist | 5 |
| Number of gates resized after CTS | 0 |
| Worst reg2reg setup slack | 0.08 ns |
| Post-synthesis average cell area | 12.8 sq um |
| Final design utilization | 19.5% |
| Required @ worst endpoint | 1.81 ns |
| Worst min-delay path class | primary input to asynchronous set/reset pin |
| Outcome | finished, final reports clean |
| Clock buffers created by TritonCTS | 3 |
| Top layer in use | met3 |
| Critical path fanouts, max | 3 |
| Tool warnings | 29 |
| Fraction of the cycle the final worst path needs | 97.9% |
| Clk buf depth | 2 |
| Vias in the first global route | 314 |
| Drt via density | 3.13 |
| Hold_buf cts | 0 |
| Y dimension of the die | 80 um |
| Yosys cell count | 36 |
| Proportion of register bits with asynchronous set or reset after synthesis | 44.4% |
| Clk latency late pin | 0.25 ns |
| Maximum vdd ir drop | 0.000352 V |
| Final Wtd Congestion | 0.778 |
| Top Ports | 10 |
| Signed area change from the synthesized netlist to the final layout | 44.2% |
| Initial core utilization | 13.5% |
| Crit path launch | in |
| Final Max Tran Viols | 0 |
| Number of remaining DRC errors | 0 |
| Proportion of synthesized chip area in sequential cells | 54.7% |
| Top Layout Cells | inv_1, clkdlybuf4s50_1, ha_1, edfxtp_1, buf_4 |
| M1 wire length | 355 um |
| Fill count | 383 |
| Post-Syn Area | 462 sq um |
| Pin count of the biggest net entering global routing | 8 |
| Number of distinct standard cells referenced by the synthesized netlist | 17 |
| Capturing instance or port of the critical path | x3code[2]$_DFFE_PP_ |
| Classification of the worst setup path | primary input to register |
| Tightest Pin Transition | 0.238 ns |
| Post-synthesis register bit count | 9 |
| Post-Place Cells | 95 |
| R2r worst-path depth | 4 |
## report_power, final
group | total, mW | internal, mW | switching [mW]
sequential | 0.338 | 0.315 | 0.0227
clock | 0.149 | 0.0850 | 0.0644
combinational | 0.434 | 0.219 | 0.215
## synth_stat cells, types with 2 or more instances
master    n  area, sq um
dfrtp_1   2         50.1
dfstp_2   2         52.6
edfxtp_1  5          150
ha_1      5         62.6
inv_1     9         33.8
nor2_1    2         7.51
## sequential cells by signal, indices dropped and copies added (netlist names)
register,flops
count,2
out,1
outval,1
x3code,4
carry,1
## logic make-up (layout without fill, tap and decap cells)
logic type | Yosys count | after routing | share of synthesized area (%)
simple gates | 5 | 5 | 7.05
flops | 9 | 9 | 54.7
buf+inv | 9 | 26 | 7.32
mux | 1 | 1 | 2.17
compound gates | 5 | 5 | 8.94
xor+xnor | 1 | 1 | 1.90
fa+ha+maj | 6 | 6 | 17.9
## final cells by class
| cell class | count | area (sq um) | area share (%) |
|---|---|---|---|
| multi-input cells | 18 | 175 | 26.3 |
| flip-flops and latches | 9 | 253 | 38.0 |
| repair buffers | 13 | 120 | 18.0 |
| well taps | 46 | 57.6 | 8.65 |
| inverters | 9 | 33.8 | 5.08 |
| clock buffers | 4 | 26.3 | 3.95 |
## how the worst min path moves through the flow
stage,start,to,slack [ns]
global route,rst_b,outval$_DFF_PN0_,0.39
CTS,rst_b,outval$_DFF_PN0_,0.39
finish,rst_b,outval$_DFF_PN0_,0.39
## critical path, cell delays in order
cell	delay [ns]
clkdlybuf4s50_1	0.45
inv_1	0.05
fa_1	0.58
nor3_2	0.07
a32o_2	0.26
## through the flow
step	power [mW]	setup TNS, ns	hold WS (ns)	setup slack (ns)
6_report	0.921	0	0.385	0.0386
5_1_grt	1.02	0	0.394	0.0164
4_1_cts	0.933	0	0.385	0.0381
3_5_place_dp	0.778	-0.763	0.529	-0.240
3_3_place_gp	0.773	-0.721	0.521	-0.230
2_1_floorplan	0.627	0	0.0644	0.0759
## routing by layer
| layer | up-vias | track usage [%] |
|---|---|---|
| met5 | - | 0 |
| met4 | 0 | 0.176 |
| met3 | 0 | 2.73 |
| met2 | 11 | 3.53 |
| met1 | 144 | 3.45 |
| li1 | 155 | - |
No activity file was given, so power comes from the tool's default toggle rates.
