File: flow/config.mk
export PLATFORM = sky130hd
export DESIGN_NAME = streamInverse
export DESIGN_NICKNAME = streamInverse
export VERILOG_FILES = /design/flow/design.v
export SDC_FILE = /design/flow/constraint.sdc
export NUM_CORES = 4
export LEC_CHECK = 1
export CORE_UTILIZATION = 50
File: flow/constraint.sdc
current_design streamInverse

set clk_period 5.8
set clk_io_pct 0.2

create_clock -name clk0 -period $clk_period [get_ports {clk}]

set non_clock_inputs [all_inputs -no_clocks]
set_input_delay [expr $clk_period * $clk_io_pct] -clock clk0 $non_clock_inputs
set_output_delay [expr $clk_period * $clk_io_pct] -clock clk0 [all_outputs]
File: flow/design.v
module streamInverse
#(parameter N = 4)
(
 input clk, rst,
 input [31:0] in1,
 output logic [31:0] out,
 output logic valid,
 output logic ready
);
logic [31:0] tempReg [N-1:0]; 
localparam s0 = 1'b0;
localparam s1 = 1'b1;
logic curState;
logic [$clog2(N)-1:0] counter;
always @(posedge clk) begin
if (!rst) begin
	out <= '0;
	curState <= s0;
	ready <= 1'b1;
    valid <= 1'b0;
    counter <= '0;
end
else begin
    case (curState)
s0 : begin
	if (counter < N-1) begin
	    tempReg[counter] <= in1;
	    counter <= counter + 1'b1; 
        valid <=0;
	end 
    else begin
        tempReg[counter] <= in1;
	    curState <= s1;
	    ready <= 0;
    end
end
s1 : begin
	if (counter == 0) begin
        curState <= s0;
        ready <= 1'b1;
    end
     else begin
        counter <= counter - 1'b1;
    end
    out <= tempReg[counter];
    valid <=1;
end
default : curState <= 'X;
    endcase
end
end
endmodule  
File: flow/run.sh
#!/bin/bash
# OpenROAD 26Q1-2900-gdf79404cd8, Yosys 0.63+post, stock flow scripts
make -C /OpenROAD-flow-scripts/flow DESIGN_CONFIG=/design/flow/config.mk WORK_HOME=/design/flow/orfs finish
==> run_results.csv <==
group,metric,value,unit
run,warnings,25,
drt,postRouteWirelength,10.96,mm
synth,yosysWarnings,1,
floorplan,row_count,39,
synth,syn-instance-count,340,
timing,final-setup-viol-count,0,
timing,slew_viols_final,0,
global_route,grt_antenna_before_repair,0,
global_route,grt_util_all_layers,0.2046,
setup_path,crit_chain,"buf_2 > nand2b_1 > nor3_2 > buf_4",
timing,worst_slew_margin_rel,0.4320,
power,total_power,0.002771,W
outcome,outcome,"complete, no violations",
drt,post_drt_via_cell_ratio,5.818,
clock_network,tritoncts_clock_tree,"done",
floorplan,fp.dieArea,0.01250,mm2
layout,most-common-layout-cells,"edfxtp_1 (128), clkdlybuf4s50_1 (66), dfxtp_1 (34), o221ai_1 (32), a21oi_1 (27)",
setup_path,critPathMaxFanout,40,
clock_network,clk_transition_reported_paths,0.06,ns
timing,final_min_period_over_clock_period,0.5419,
synth,mapped_cell_area,0.006031,mm2
floorplan,floorplan.initialDensity,0.5215,
global_route,grt_max_degree,67,
drt,vias,3293,
clock_network,cts_root_buffer,"clkbuf_16",
timing,final.setup_skew,0.004955,ns
synth,seq_area_frac_synth,0.7602,
layout,final_layout_top_logic_cell,"edfxtp_1",
layout,post_route_cells_drive_above_1_share,0.1915,
min_path,worstHoldPathType,"reg -> reg",
drt,drt_iter0_markers,189,
setup_path,standard_cell_with_the_maximum_stage_delay_on_the_critical_path,"nor3_2",
run,max-cap-violations,0,
drt,antenna-diode-count,0,
floorplan,design.portCount,68,
timing,final_tns_setup,0,ns
synth,topCellsByArea,"edfxtp_1 (64%), dfxtp_1 (12%), o221ai_1 (4.6%)",
placement,port_buffers,67,
global_route,grt_pass1_vias,3490,
floorplan,floorplan.core_area,0.01156,mm2
synth,ys_types,32,
drt,wl_per_cell,19.36,um
clock_network,tritoncts_num_sinks,165,
timing,timing.final.crit_period,3.143,ns
power,total_leakage_power,2.484,nW
floorplan,dieWidth,111.8,um
power,worst_ir_drop_vdd,191.9,uV
synth,synth.largest_area_cell,"edfxtp_1",
setup_path,worstSetupStartpointType,"primary input",
synth,ys_area,0.006031,mm2
clock_network,gates_resized_cts_repair,0,
clock_network,post_cts.repair.setup_buffers,0,
global_route,wire_length_of_the_first_global_routing_pass,17.95,mm
timing,tightestPinTransition,0.8489,ns
setup_path,critical_path_class,"in -> reg",
synth,largest_type_area_fraction,0.6373,
setup_path,max_stage_delay,0.62,ns
timing,max_clock_freq,318.1,MHz
floorplan,die_h,111.8,um
clock_network,ctsLongestPathBuffers,2,
drt,detail_route.first_pass.iterations,27,
setup_path,kind_of_capture_point_of_the_worst_setup_path,"flop",
setup_path,critical_path.n_buffers_inverters,2,
setup_path,cpLargestDelayFamily,"buffers and inverters",
setup_path,cp_data_arrival_time,3.21,ns
drt,detail_route.drc_violations,0,
timing,finalHoldViolations,0,
synth,synth_stat.cells,340,
synth,synth_area_per_cell,17.74,um2
clock_network,postCtsHoldBufs,0,
clock_network,clock_latency,0.41,ns
placement,post-dp-hpwl,6.177,mm
synth,synth.ff_latch_count,165,
layout,synthToLayoutAreaGrowth,22.70,%
drt,antenna_violating_nets_post_route,0,
clock_network,cts-buffers-inserted,17,
timing,rsz0062_at_grt,"false",
power,power_per_cell_area,374.5,mW/mm2
placement,gpl.final_weighted_congestion,0.7831,
global_route,overflow,0,
clock_network,clock_tree.htree_level_count,4,
setup_path,worst-endpoint-required,5.87,ns
[power breakdown]
group / internal (W) / switching [W]
sequential: 0.00135 / 0.0000277
clock: 0.000726 / 0.000407
combinational: 0.000126 / 0.000131
total: 0.00221 / 0.000566
[metal layers]
layer	global-route usage	vias to the layer above	wire [um]
met5	0	-	0
met3	0.09418	8	920
met1	0.3266	1613	4727
li1	-	1526	-
met4	0.02523	0	121
met2	0.2990	146	5189
[cell families (layout without fill, tap and decap cells)]
logic type | after synthesis | after routing | synth area share
AND/OR/NAND/NOR | 20 | 20 | 0.02199
buffers and inverters | 26 | 109 | 0.03050
flip-flops | 165 | 165 | 0.7602
adder cells (fa/ha/maj) | 1 | 1 | 0.001660
multiplexers | 38 | 38 | 0.07469
AND-OR/OR-AND | 90 | 90 | 0.1110
[per-stage QoR]
| stage | hold slack (ns) | cells | instance area (um2) | worst slack, ns | utilization |
|---|---|---|---|---|---|
| 6_report | 0.5135 | 566 | 7400 | 2.657 | 0.6398 |
| 4_1_cts | 0.5049 | 566 | 7400 | 2.586 | 0.6398 |
| 3_3_place_gp | 0.4899 | 534 | 6792 | 2.325 | 0.5873 |
| 2_1_floorplan | 0.4403 | 340 | 6031 | 1.666 | - |
| 3_5_place_dp | 0.4916 | 534 | 6792 | 2.214 | 0.5873 |
| 5_1_grt | 0.5386 | 566 | 7400 | 2.395 | 0.6398 |
[synthesized netlist by cell type]
library cell  count
buf_1             1
mux2i_1          12
buf_4             4
and2_1            1
edfxtp_1        128
buf_12            2
a21oi_1          27
nand3b_1          6
o221ai_1         32
maj3_1            1
o22ai_2          10
inv_1             1
nor2b_1           2
o22ai_1          16
buf_8             1
mux2_2           16
nor3_1            2
nand3b_4          1
nand3_1           2
nand2_1           1
nor3b_1           1
a31oi_1           1
buf_6             2
clkbuf_1          5
mux2_4           10
o21ai_1           1
nor2_1            3
a21boi_0          1
nand2b_1          1
buf_2            10
o21ai_0           2
dfxtp_1          37
[sequential cells by signal, summed over array words and instances (netlist names)]
signal    cells
counter       2
curState      1
out          32
ready         1
tempReg     128
valid         1
[worst register-to-register path: stages, from the launching register on]
cell and delay [ns]:
dfxtp_2 0.66, buf_4 0.52, nand2_2 0.61, nor2_4 0.66
buf_4 0.37
[final cells by class]
type                            count  area, um2
Timing Repair Buffer               76      733.2
Tap cell                          143      178.9
Fill cell                         796       4165
Clock inverter                     11      157.7
Sequential cell                   165       4588
Inverter                            1      3.754
Multi-Input combinational cell    149       1287
Clock buffer                       21      450.4
[worst paths after layout]
kind / cells after the start / startpoint / end / slack [ns]
max: 4 / rst / tempReg[2][22] / 2.66
min reg2reg: 2 / out[3] / out[3] / 0.51
min: 2 / out[3] / out[3] / 0.51
max reg2reg: 4 / counter[0] / tempReg[3][15] / 2.67
Power figures rest on the tool's default switching activity, not on a simulated workload.
