==> flow/design.v <==
module bubble_sort
#(
parameter BW = 8,
parameter N = 8
)
(input clk, rstn,
 input [N*BW-1:0] inNum,
 output logic [N*BW-1:0] outNum);
 logic [BW-1:0] array [N-1:0];
 logic [BW-1:0] temp [N-1:0];
 logic [BW-1:0] temp_val;
always @(posedge clk) begin
	for (int i = 0; i < N; i++) begin
		array[i] <= inNum[i*BW +: BW];
	end
end
always @(*) begin
for (int j = 0; j < N; j++) begin
	temp[j] = array[j];
end
for (int k = 0; k < N; k++) begin
	for (int l = 0; l < (N-1)-k; l++) begin
		if (temp[l] > temp[l+1]) begin
			temp_val = temp[l];
			temp[l] = temp[l+1];
			temp[l+1] = temp_val;
		end
	end
end
end
always @(posedge clk) begin
	for (int i= 0; i<N; i++) begin
		outNum[i*BW +: BW] <= temp[i];
	end
end
endmodule
==> flow/run.sh <==
#!/bin/bash
# OpenROAD 26Q1-2900-gdf79404cd8, Yosys 0.63+post, stock flow scripts
make -C /OpenROAD-flow-scripts/flow DESIGN_CONFIG=/design/flow/config.mk WORK_HOME=/design/flow/orfs finish
==> flow/config.mk <==
export PLATFORM = sky130hd
export DESIGN_NAME = bubble_sort
export DESIGN_NICKNAME = bubble_sort
export VERILOG_FILES = /design/flow/design.v
export SDC_FILE = /design/flow/constraint.sdc
export NUM_CORES = 4
export LEC_CHECK = 1
export CORE_UTILIZATION = 30
==> flow/constraint.sdc <==
current_design bubble_sort

set clk_period 32.5
set clk_io_pct 0.2

create_clock -name clk0 -period $clk_period [get_ports {clk}]

set non_clock_inputs [all_inputs -no_clocks]
set_input_delay [expr $clk_period * $clk_io_pct] -clock clk0 $non_clock_inputs
set_output_delay [expr $clk_period * $clk_io_pct] -clock clk0 [all_outputs]
==> qor.csv <==
metric;value;unit
status;complete, no violations;
grt_start_max_net_pins;24;
finalHoldViolations;0;
edf_count;0;
ant_nets;0;
drc;0;
core-area;0.0479;mm^2
cts_tree;done;
numCtsBuffers;17;
cpMaxStageDelayCell;mux2i_1;
viasPerCell;5.15;
finalCriticalPeriod;29.66;ns
dr.max_layer_used;met4;
grt_pass1_wl;65.1;mm
hold_path.class;reg -> reg;
areaGrowthSynthToFinish;17.2;%
port-buffer-count;128;
dr.pass1.iters;5;
flop_area;0.00256;mm^2
async_flop_share;0;%
hold_path_depth;1;
clk-insertion-delay-late;0.47;ns
wl_met1;20.4;mm
max_cap_violations;0;
gp_congestion;0.904;
design_area;0.0172;mm^2
antenna_found_initial;0;
synthDistinctLibCells;103;
rsz0062_at_grt;no;
clockBufferDepth;2;
mostFrequentLayoutCells;ha_1 (190), inv_1 (178), a21oi_1 (175);
tns;0;ns
drv_slew;0;
diodes;0;
tool_warnings;26;
wl_per_cell;15.3;um
die_y;223;um
yosysCellCount;1924;
setup_viol;0;
drive_above_1_share;9.06;%
fillers;4844;
cts_max_level;4;
grtUsageTotal;16.5;%
worstSetupPathType;reg -> reg;
clkTransAtPathRegs;0.06;ns
relSlewSlack;45.9;%
slowest_delay;0.53;ns
cts_hold_buf;0;
grt_pass1_vias;12600;
reg2regPathDepth;129;
synthFlopType;dfxtp_1;
numSynthFlops;128;
yosysSeqAreaShare;17.5;%
yosys_area;0.0146;mm^2
finalClockSkew;0.0137;ns
grt_overflow;0;
wl;40.7;mm
clock_sinks;128;
cts-root-buf;clkbuf_16;
clock.fmax;0.0337;GHz
wl_met2;18.3;mm
worst_pin_slew;0.803;ns
cpMostUsedCell;a21oi_1;
row_count;80;
path_max_fanout;22;
required;32.87;ns
fp_util;30.5;%
yosysWarnings;3;
syn_area;0.0146;mm^2
wl_met3;1.35;mm
final.period_utilization;91.2;%
layout.area.comb;0.0112;mm^2
place_area;0.0166;mm^2
vias;13700;
postSynthAreaPerCell;7.61;um^2
drtIter0Drc;740;
crit_path_end_kind;flip-flop;
io_pins;130;
syn_inst;1924;
dieArea;0.0497;mm^2
dpl.hpwl;33.5;mm
die_width;223;um
lay_top_count;ha_1;
cp.arrival;30.02;ns
start_kind;flip-flop;
-- worst paths after layout --
| kind | start | endpoint | slack (ns) |
|---|---|---|---|
| max reg2reg | array[1][1] | outNum[5] | 2.84 |
| min reg2reg | array[7][6] | outNum[62] | 0.49 |
| max | array[1][1] | outNum[5] | 2.84 |
| min | array[7][6] | outNum[62] | 0.49 |
-- logic make-up after synthesis --
family                   Yosys count  share of synthesized area [%]
adder cells (fa/ha/maj)          194                           16.5
AND/OR/NAND/NOR                  565                           19.0
multiplexers                     182                           13.2
AND-OR/OR-AND                    605                           26.8
XOR/XNOR                          12                          0.718
flip-flops                       128                           17.5
buffers and inverters            238                           6.31
-- synth_stat cells, types with 34 or more instances --
cell type / instances / area share [%]
a21o_1: 47 / 2.4
a21oi_1: 176 / 6.0
clkbuf_1: 39 / 1.0
dfxtp_1: 128 / 17
ha_1: 190 / 16
inv_1: 178 / 4.6
mux2_2: 62 / 4.8
mux2i_1: 109 / 7.5
nand2_1: 160 / 4.1
nand3_1: 36 / 1.2
nor2_1: 153 / 3.9
nor3_1: 34 / 1.2
o21ai_0: 154 / 5.3
-- critical path: cells and delay by family, from the launching register on --
kind / cells / cell delay (ns)
multiplexers: 6 / 2.35
buffers and inverters: 12 / 1.80
AND/OR/NAND/NOR: 39 / 7.13
flip-flops: 1 / 0.44
AND-OR/OR-AND: 59 / 13.75
adder cells (fa/ha/maj): 13 / 3.96
-- state kept, by name, summed over array words and instances (netlist names) --
register and flops:
array 64, outNum 64
-- area by class of cell --
class,count,area share [%]
flip-flops and latches,128,14.9
clock inverters,12,0.511
inverters,178,3.89
well taps,615,4.49
multi-input cells,1558,65.2
repair buffers,148,8.34
clock buffers,19,2.58
-- stage by stage --
stage	worst slack, ns	std cells	util (%)	hold WS [ns]
final	2.84	2658	35.8	0.490
after detailed placement	1.84	2622	34.5	0.468
after CTS	1.74	2653	35.7	0.494
after global routing	0.0263	2658	35.8	0.519
after global placement	2.09	2622	34.5	0.479
after floorplan	5.78	1924	-	0.449
-- layer usage --
layer,vias to the layer above,track usage (%)
li1,7236,-
met1,6189,24.1
met2,231,26.6
met3,34,2.13
met4,0,2.38
met5,-,0
-- timing repair --
action,in CTS,in global routing
resized,0,9
hold endpoints to repair,0,0
buffers inserted,0,5
setup endpoints to repair,0,16
